<file path="config.mk">
export PLATFORM = sky130hd
export DESIGN_NAME = IF_ID_reg
export DESIGN_NICKNAME = IF_ID_reg
export VERILOG_FILES = /design/flow/design.v
export SDC_FILE = /design/flow/constraint.sdc
export NUM_CORES = 4
export LEC_CHECK = 1
export CORE_UTILIZATION = 50
</file>
<file path="constraint.sdc">
current_design IF_ID_reg

set clk_period 3.0
set clk_io_pct 0.2

create_clock -name clk0 -period $clk_period [get_ports {clk}]

set non_clock_inputs [all_inputs -no_clocks]
set_input_delay [expr $clk_period * $clk_io_pct] -clock clk0 $non_clock_inputs
set_output_delay [expr $clk_period * $clk_io_pct] -clock clk0 [all_outputs]
</file>
<file path="design.v">
module IF_ID_reg(IF_ID_Write,PCaddin,clk,PCaddout,rst,ins5_0in,ins5_0out,ins31_26in,ins31_26out,ins25_21in,ins25_21out,ins20_16in,ins20_16out,
ins15_11in,ins15_11out,ins25_0in,ins25_0out,ins10_6in,ins10_6out,ins15_0in,ins15_0out,flush,ins_26in,ins_26out,BRAL);
input [31:0]PCaddin;
input [5:0] ins5_0in,ins31_26in;
input [4:0] ins25_21in,ins20_16in,ins15_11in,ins10_6in;
input [25:0] ins25_0in;
input [15:0] ins15_0in;
output reg [5:0] ins31_26out,ins5_0out;
output reg [4:0] ins25_21out,ins20_16out,ins15_11out,ins10_6out;
output reg [25:0] ins25_0out;
output reg [15:0] ins15_0out;
input IF_ID_Write,clk,rst,flush,ins_26in,BRAL;
output reg [31:0] PCaddout;
output reg ins_26out;
always @(posedge clk) begin
if ((rst)|(flush)|(BRAL)) begin
PCaddout=32'h00000000;
ins5_0out=6'b000000;
ins31_26out=6'b000000;
ins25_21out=5'b00000;
ins20_16out=5'b00000;
ins15_11out=5'b00000;
ins10_6out=5'b00000;
ins25_0out=26'b00000000000000000000000000;
ins15_0out=16'b0000000000000000;
ins_26out=0;
end
else
if (IF_ID_Write) begin
PCaddout=PCaddin;
ins5_0out=ins5_0in;
ins31_26out=ins31_26in;
ins25_21out=ins25_21in;
ins20_16out=ins20_16in;
ins15_11out=ins15_11in;
ins10_6out=ins10_6in;
ins25_0out=ins25_0in;
ins15_0out=ins15_0in;
ins_26out=ins_26in;
end
end
endmodule
</file>
<file path="run.sh">
#!/bin/bash
# OpenROAD 26Q1-2900-gdf79404cd8, Yosys 0.63+post, stock flow scripts
make -C /OpenROAD-flow-scripts/flow DESIGN_CONFIG=/design/flow/config.mk WORK_HOME=/design/flow/orfs finish
</file>
==> results.py <==
# Generated from Yosys and OpenROAD reports
metrics = {
    "run_status": {
        "outcome": "completed",
    },
    "detailed_routing": {
        "vias": 3136,
        "drtAntennaViolNets": 0,
        "drt_pass1_iterations": 4,
        "insertedDiodeCount": 0,
        "drcViolationCount": 0,
        "wl_mm": 10.3,
        "viasPerCell": 4.76,
        "drt_iter0_drc": 97,
        "wl_per_cell_um": 15.6,
    },
    "setup_path": {
        "worst_ep_required_time_ps": 3240,
        "path_max_fanout": 82,
        "worstSetupPathType": "input pin to flop",
        "critPathCaptureType": "flop",
        "start_kind": "input pin",
        "cp.arrival_ps": 2300,
    },
    "flow_run": {
        "cap_violations": 0,
        "log.warning_count": 26,
    },
    "clock_network": {
        "post-cts-setup-buffers": 0,
        "hold_buffers": 0,
        "insertion_delay_ps": 350,
        "htreeDepth": 3,
        "clk_pin_slew_ps": 100,
        "cts_sinks": 107,
        "cts_made_buffers": 9,
        "tritoncts": "built",
        "cts.repair.resized": 0,
        "cts-root-buf": "clkbuf_8",
        "clock_tree.buffer_depth": 2,
    },
    "final_layout": {
        "final_core_utilization_pct": 85.2,
        "fill_cells": 385,
        "drive_above_1_share_pct": 3.75,
        "lay_top_count": "clkdlybuf4s50_1",
        "syn2layout_area_growth_pct": 64.2,
        "most-common-layout-cells": "clkdlybuf4s50_1, dfxtp_1, mux2i_1, nor2_1, clkbuf_8",
    },
    "final_timing": {
        "setup_violations": 0,
        "finalCritPeriodShare_pct": 68.5,
        "clock-skew-final_ps": 0,
        "period_needed_ps": 2050,
        "tightest_slew_ps": 854,
        "hold_viol_final": 0,
        "slew_headroom_pct": 43.0,
        "drv_slew": 0,
        "tns_ps": 0,
        "rsz0062_at_grt": "false",
        "max_freq_ghz": 0.487,
    },
    "synthesis": {
        "synth_cell_type_count": 8,
        "syn_inst": 346,
        "syn_area_per_cell_um2": 10.9,
        "ys_ff": 107,
        "yosys_cells": 346,
        "ys_warn_count": 1,
        "postSynthSeqShare_pct": 56.9,
        "ys_area_um2": 3760,
        "synth.cell_area_um2": 3760,
    },
    "floorplanning": {
        "rows": 31,
        "die-width_um": 88.7,
        "fp-utilization_pct": 51.9,
        "io_pins": 219,
        "die_height_um": 88.7,
        "chip_area_um2": 7880,
        "fp.coreArea_um2": 7250,
    },
    "global_route": {
        "grt_pass1_vias": 3022,
        "grt_max_degree": 83,
        "grt_pass1_wl_mm": 15.3,
        "gr-usage-all-layers_pct": 26.8,
        "grt_overflow": 0,
        "antenna_found_initial": 0,
    },
    "power_and_ir_drop": {
        "power.leakage_nw": 2.52,
        "vdd_drop_max_mv": 0.334,
        "power_density_nw_per_um2": 427,
    },
    "place": {
        "io_buffers": 218,
        "hpwl_mm": 7.50,
        "place.gp.congestion": 0.773,
    },
    "hold_path": {
        "hp-class": "flop to flop",
    },
}
[metrics by stage]
step                      hold slack (ps)  std cells  total power, mW  worst slack (ps)  cell area (um^2)
after floorplan                       437        346             1.62              1490              3760
after global placement                470        643             1.83               637              5990
after detailed placement              480        643             1.84               603              5990
after CTS                             504        659             2.66               965              6180
after global routing                  526        659             2.76               878              6180
final                                 499        659             2.64               946              6180
[cells by family after synthesis]
family | share of synthesized area, %
DFF | 56.9
and+or+nand+nor | 10.8
buffers and inverters | 3.76
muxes | 28.5
[state kept, by name, indices dropped and copies added (netlist names), 5 cells and up]
name         cells
ins5_0out        6
ins31_26out      6
ins25_21out      5
ins15_11out      5
PCaddout        32
ins15_0out      16
ins25_0out      26
ins20_16out      5
ins10_6out       5
[synth_stat cells]
library cell	instances	share of area, %
buf_2	11	1.5
clkbuf_1	7	0.70
dfxtp_1	107	57
nor2_1	107	11
buf_4	2	0.40
or3_1	1	0.17
mux2i_1	107	28
buf_6	4	1.2
[power breakdown]
part	switching, mW	total (mW)	internal, mW	leakage, nW
Clock	0.475	0.829	0.354	0.0932
Combinational	0.110	0.347	0.238	1.56
Sequential	0.0134	1.46	1.45	0.866
[per-layer routing]
| layer | vias to the layer above | track usage (%) | share of wire, % |
|---|---|---|---|
| met5 | - | 0 | 0 |
| met3 | 11 | 11.5 | 11 |
| met4 | 0 | 3.08 | 1.3 |
| met1 | 1434 | 36.3 | 41 |
| met2 | 137 | 42.9 | 47 |
| li1 | 1554 | - | - |
[worst max-delay path, stage by stage]
cell and delay [ps]:
clkdlybuf4s50_1 460, or3_4 670, buf_4 420, nor2_1 100
[path summary, 6_finish.rpt]
path | from | to | slack (ps) | depth (start not counted)
setup / recovery | flush | ins5_0out[4] | 950 | 4
hold reg to reg | ins31_26out[2] | ins31_26out[2] | 500 | 2
hold / removal | ins31_26out[2] | ins31_26out[2] | 500 | 2
setup reg to reg | ins25_0out[15] | ins25_0out[15] | 2220 | 2
[final cells by class]
class	instances	area, um^2	share of cell area [%]
repair buffers	222	2240	36.2
clock buffers	12	155	2.51
flip-flops and latches	107	2140	34.7
multi-input cells	215	1480	24.0
clock inverters	4	33.8	0.547
well taps	99	124	2.01
Power figures rest on the tool's default switching activity, not on a simulated workload.
