[design.v]
module EX_MEM_reg(ALUResultin,ALUResultout,Rdata2in,Rdata2out,RDestin,EX_MEM_Rdest,RegWritein,RegWriteout,BWin,BWout,MemWritein,MemWriteout,MemReadin,MemReadout,
MemToRegin,MemToRegout,clk,rst);
input [31:0] ALUResultin,Rdata2in;
input [4:0] RDestin;
input RegWritein,BWin,MemWritein,MemReadin,MemToRegin,clk,rst;
output reg [31:0] ALUResultout,Rdata2out;
output reg [4:0] EX_MEM_Rdest;
output reg RegWriteout,BWout,MemWriteout,MemReadout,MemToRegout;
always @(posedge clk) begin
if (rst) begin
ALUResultout=32'h000000;Rdata2out=32'h000000;
EX_MEM_Rdest=5'b00000;
RegWriteout=0;BWout=0;MemWriteout=0;MemReadout=0;MemToRegout=0;
end
else
begin
ALUResultout=ALUResultin;Rdata2out=Rdata2in;
EX_MEM_Rdest=RDestin;
RegWriteout=RegWritein;BWout=BWin;MemWriteout=MemWritein;MemReadout=MemReadin;MemToRegout=MemToRegin;
end
end
endmodule
[run.sh]
#!/bin/bash
# OpenROAD 26Q1-2900-gdf79404cd8, Yosys 0.63+post, stock flow scripts
make -C /OpenROAD-flow-scripts/flow DESIGN_CONFIG=/design/flow/config.mk WORK_HOME=/design/flow/orfs finish
[config.mk]
export PLATFORM = sky130hd
export DESIGN_NAME = EX_MEM_reg
export DESIGN_NICKNAME = EX_MEM_reg
export VERILOG_FILES = /design/flow/design.v
export SDC_FILE = /design/flow/constraint.sdc
export NUM_CORES = 4
export LEC_CHECK = 1
export CORE_UTILIZATION = 50
[constraint.sdc]
current_design EX_MEM_reg

set clk_period 1.0
set clk_io_pct 0.2

create_clock -name clk0 -period $clk_period [get_ports {clk}]

set non_clock_inputs [all_inputs -no_clocks]
set_input_delay [expr $clk_period * $clk_io_pct] -clock clk0 $non_clock_inputs
set_output_delay [expr $clk_period * $clk_io_pct] -clock clk0 [all_outputs]
==> impl_metrics.json <==
{
  "outcome": "stopped before the end",
  "ios": 150,
  "die_x_microns": 65.7,
  "netlist_top_cells_count": "dfxtp_1, nor2b_1, buf_6",
  "edf_count": 0,
  "yosys.area.top_type": "dfxtp_1",
  "yosys_area_sq_mm": 0.00203,
  "postSynthSeqShare_pct": 73.0,
  "io_buffers": 149,
  "die_height_microns": 65.7,
  "ff_type": "dfxtp_1",
  "fp-utilization_pct": 53.8,
  "ys_cells": 156,
  "gp_congestion": 0.800,
  "yosysWarningCount": 1,
  "num_rows": 22,
  "netlist_instances": 156,
  "error": "[ERROR DPL-0036] Detailed placement failed.",
  "synth_cell_types": 4,
  "synth_area_sq_mm": 0.00203,
  "async_reset_ff_share_pct": 0,
  "area_leaders": "dfxtp_1, nor2b_1, buf_6, buf_2",
  "syn_area_per_cell_sq_um": 13.0,
  "synth_top_area_share_pct": 73.0,
  "haltStage": "detailed placement (3_5_place_dp)",
  "numSynthFlops": 74
}
cells by family after synthesis:
| group | share of synthesized area [%] |
|---|---|
| simple gates | 22.8 |
| flops | 73.0 |
| buf+inv | 4.13 |
metrics by stage:
stage	power [mW]	hold slack, ns	area (sq um)	worst slack (ns)
after floorplan	3.32	0.328	2030	0.403
after global placement	3.90	0.658	3520	0.0314
Power is estimated from default activity; no workload was simulated.
