==> /design/flow/design.v <==
module ID_EX_reg(Rdata1in,Rdata2in,Rdata1out,Rdata2out,immextin,immextout,shamtin,shamtout,IF_ID_Rs,IF_ID_Rt,IF_ID_Rd,ID_EX_Rs,ID_EX_Rt,ID_EX_Rd,
ALUCtrlin,ALUCtrlout,ALUSrcin,ALUSrcout,BWin,BWout,MemWritein,MemWriteout,RegDstin,RegDstout,
MemReadin,MemReadout,RegWritein,RegWriteout,MemToRegin,MemToRegout,clk,rst);
input [31:0] Rdata1in,Rdata2in,immextin;
input [4:0] shamtin,IF_ID_Rs,IF_ID_Rt,IF_ID_Rd;
input [3:0] ALUCtrlin;
input BWin,MemWritein,MemReadin,RegWritein,MemToRegin,RegDstin,ALUSrcin,clk,rst;
output reg [31:0] Rdata1out,Rdata2out,immextout;
output reg [4:0] shamtout,ID_EX_Rs,ID_EX_Rt,ID_EX_Rd;
output reg [3:0] ALUCtrlout;
output reg BWout,MemWriteout,MemReadout,RegWriteout,MemToRegout,RegDstout,ALUSrcout;
always @(posedge clk) begin
if (rst) begin
Rdata1out=32'h000000;Rdata2out=32'h000000;immextout=32'h000000;
shamtout=5'b00000;ID_EX_Rs=5'b00000;ID_EX_Rt=5'b00000;ID_EX_Rd=5'b00000;
ALUCtrlout=4'b0000;
BWout=0;MemWriteout=0;MemReadout=0;RegWriteout=0;MemToRegout=0;RegDstout=0;ALUSrcout=0;
end
else
begin
Rdata1out=Rdata1in;Rdata2out=Rdata2in;immextout=immextin;
shamtout=shamtin;ID_EX_Rs=IF_ID_Rs;ID_EX_Rt=IF_ID_Rt;ID_EX_Rd=IF_ID_Rd;
ALUCtrlout=ALUCtrlin;
BWout=BWin;MemWriteout=MemWritein;MemReadout=MemReadin;RegWriteout=RegWritein;MemToRegout=MemToRegin;RegDstout=RegDstin;ALUSrcout=ALUSrcin;
end
end
endmodule
==> /design/flow/run.sh <==
#!/bin/bash
# OpenROAD 26Q1-2900-gdf79404cd8, Yosys 0.63+post, stock flow scripts
make -C /OpenROAD-flow-scripts/flow DESIGN_CONFIG=/design/flow/config.mk WORK_HOME=/design/flow/orfs finish
==> /design/flow/config.mk <==
export PLATFORM = sky130hd
export DESIGN_NAME = ID_EX_reg
export DESIGN_NICKNAME = ID_EX_reg
export VERILOG_FILES = /design/flow/design.v
export SDC_FILE = /design/flow/constraint.sdc
export NUM_CORES = 4
export LEC_CHECK = 1
export CORE_AREA = 10 10 169 169
export DIE_AREA = 0 0 179 179
==> /design/flow/constraint.sdc <==
current_design ID_EX_reg

set clk_period 1.0
set clk_io_pct 0.2

create_clock -name clk0 -period $clk_period [get_ports {clk}]

set non_clock_inputs [all_inputs -no_clocks]
set_input_delay [expr $clk_period * $clk_io_pct] -clock clk0 $non_clock_inputs
set_output_delay [expr $clk_period * $clk_io_pct] -clock clk0 [all_outputs]
==> results.txt <==
Implementation numbers.

- The flow ran to the end, but the final reports show violations.
- The checks that failed: negative setup slack.
- The tree is rooted in a sky130_fd_sc_hd__clkbuf_16.
- Endpoints failing hold in the final report were tallied at 0.
- STA classifies the critical path endpoint as an output port.
- The post-route minimum period is 1.05 ns.
- In this run the mean area of a mapped cell was 12.8 um2.
- The cell area after synthesis is 3430 um2.
- The relative area change from synthesis to final layout is 89.6%.
- The congestion estimate from routability-driven global placement came to 0.753.
- The overall die size recorded for this design is 32000 um2.
- The first TritonRoute pass finished after 4 iterations.
- Wires add up to 12.7 mm.
- The floorplan has 58 rows.
- The placed cell count is 850.
- The HPWL after detailed placement is 10.1 mm.
- The CTS tree is yes.
- The arrival time of data at the critical path endpoint is 0.85 ns.
- The critical path goes through buf_2.
- The deepest level of the CTS H-tree is 4.
- STA classifies the critical path startpoint as a flop.
- The total setup violations reported at the end of the flow is 76.
- The total cell area reported by yosys after synthesis is 3430 um2.
- The number of distinct standard cells referenced by the synthesized netlist is 4.
- Hold is met by 0.0294 ns.
- The iteration-0 DRC count of the detailed router is 56.
- Max fanout on the critical path was recorded as 1.
- The switching share of total power is 21.2%.
- Entering global routing, the biggest net connects 34 pins.
- The number of warnings reported in the yosys synthesis log is 1.
- The sum of internal, switching and leakage power is 12.8 mW.
- The power density of the placed cells is 1960 nW/um2.
- The routed design shows a via density per instance of 3.07.
- The TritonCTS buffer count is 17.
- In this run the standard cell core region covers 25000 um2.
- The final max-slew violation count is 0.
- The vertical die size is 179 um.
- The sequential element share of the synthesized area is 74.1%.
- The placement report lists the number of port buffers as 255.
- The count of buffering cells on the critical path with inverters included is 1.
- After layout, the worst setup slack is -0.0536 ns.
- The start-to-end type of the worst setup path is flop to output port.
- The post-CTS repair timing setup buffer count is 0.
- The internal power summed over all cells is 10.1 mW.
- In the hold timing report, the worst path depth is 2.
- Recorded from the global router log, the overflow total was 0.
- The number of vias after detailed routing is 2712.
- Looking at the max-slew report, the worst-margin pin has a slew of 0.187 ns.
- The peak ir drop on the vdd network is 0.880 mV.
- The antenna diode count is 0.
- The portion of the clock cycle consumed by the worst path in the final layout is 105%.
- The layout stage reports a final design area of 6510 um2.
- The net switching component of the power is 2.71 mW.
- The timing report shows that the slowest cell on the worst path is sky130_fd_sc_hd__dfxtp_2.
- The pre-CTS worst setup slack is -0.0728 ns.
- The number of warnings the tools reported is 27.
- The tally of max-capacitance violations is 0.
- Routing resource usage on met1 recorded by global route was 9.31%.
- For this run, global-route usage on met3 was measured as 4.79%.
- The destination of the worst hold path is Rdata2out[28].
- Synthesis produced 268 cells.
- The max-slew check reports its worst relative slack as 87.5%.
- The most crowded layer after global routing is met2.
- The leakage dissipation is 2.82 nW.
- The clock transition time at the flip-flop clock pins of the worst setup and hold paths is 0.06 ns.
- After detailed routing, the number of remaining DRC violations is 0.
- In this run the number of cells on the critical path is 1.
- After synthesis the netlist holds a flip-flop and latch count of 127.
- Setup repair after global routing could not meet its margin everywhere.
- The tree built by TritonCTS fans out to 127 sinks.
- The largest delay contributor family on the critical path is flip-flops.
- From left edge to right edge, the die measures 179 um.
- For this design the top-level I/O count stands at 256.
- The number of antenna violations at the first check in global routing is 0.
- The share of final-layout standard cells stronger than drive strength 1 is 35.7%.
- After detailed routing, the average wire length per cell comes to 14.4 um.
- Looking at the power breakdown, sequential logic takes 42.3% of the total.
- The number of global-route vias before repair came to 2903.
- The clock power share is 49.2%.
- Once placement finished, the instance area stood at 6440 um2.
- Per STA, the highest per-stage delay on the worst path measures 0.35 ns.
- After the flow finishes, the layout carries non-filler instances totaling 882.
- Summed over all routing layers, the global router reports a total usage of 7.67%.
- CTS reports a maximum clock tree buffer depth of 2.
- The required time of the worst setup path is 0.80 ns.
- The final antenna-violating net count is 0.
- met2 track demand over resource after global routing is 11.7%.
- The class of the tightest hold or removal check is input port to flop.
- The pre-placement core utilization is 13.7%.
- Static timing analysis puts the maximum clock frequency at 0.949 GHz.
- The worst hold path begins at rst.
- The first global-routing pass estimated 18.4 mm of wire.
- The share of total power in combinational logic is 8.4%.
- The post-synthesis cell count from yosys is 268.
[state kept, by name (all words and copies together), names as in the netlist, 4 cells and up]
register    flops
ID_EX_Rs        5
ID_EX_Rt        5
shamtout        5
Rdata2out      32
immextout      32
ID_EX_Rd        5
Rdata1out      32
ALUCtrlout      4
[cells in the final DEF, fill, tap and decap left out]
master                            instances
sky130_fd_sc_hd__clkbuf_16               17
sky130_fd_sc_hd__nor2b_1                127
sky130_fd_sc_hd__buf_6                   11
sky130_fd_sc_hd__clkinv_2                 4
sky130_fd_sc_hd__bufinv_16                3
sky130_fd_sc_hd__dfxtp_2                 27
sky130_fd_sc_hd__clkinvlp_4               4
sky130_fd_sc_hd__buf_4                    7
sky130_fd_sc_hd__clkdlybuf4s50_1        127
sky130_fd_sc_hd__buf_12                   5
sky130_fd_sc_hd__clkinv_4                 1
sky130_fd_sc_hd__clkbuf_1                 1
sky130_fd_sc_hd__dfxtp_1                100
sky130_fd_sc_hd__buf_2                  116
sky130_fd_sc_hd__inv_6                    2
[how the worst max path moves through the flow]
| stage | endpoint | slack (ns) | startpoint |
|---|---|---|---|
| 4_1_cts | immextout[14] | -0.10 | immextout[14] |
| 5_1_grt | immextout[14] | -0.12 | immextout[14] |
| 6_report | immextout[14] | -0.05 | immextout[14] |
[metrics by stage]
step | utilization [%] | setup TNS (ns)
CTS | 25.8 | -5.05
global route | 26.0 | -7.95
finish | 26.0 | -0.774
floorplan | - | 0
global placement | 25.7 | -0.556
detailed placement | 25.7 | -0.438
[Yosys cell counts, drive strengths merged]
| library cell | n | area (um2) |
|---|---|---|
| buf | 14 | 95.1 |
| nor2b | 127 | 795 |
| dfxtp | 127 | 2540 |
[cell type report]
class / instances / area (um2)
multi-input combinational: 127 / 795
clock buffer: 18 / 429
timing repair buffer: 266 / 2130
clock inverter: 14 / 166
fill: 2649 / 18500
tap: 330 / 413
sequential: 127 / 2580
[routing by layer]
metal / wire length (um) / part of all wire, %
met4: 129 / 1.0
met2: 5460 / 43
met1: 5240 / 41
met5: 0 / 0
met3: 1900 / 15
[repair_timing]
action,4_1_cts,5_1_grt
hold buffers,0,0
setup endpoints to repair,127,127
gates resized,430,19
[cell families after synthesis]
logic type | Yosys count | synth area share (%)
buf+inv | 14 | 2.77
flops | 127 | 74.1
simple gates | 127 | 23.1
[power groups by stage]
stage                 clock network [mW]  registers (mW)  logic, mW
after CTS                           6.57            5.40       1.10
after global routing                6.78            5.43       1.20
final                               6.29            5.41       1.08
No activity file was given, so power comes from the tool's default toggle rates.
